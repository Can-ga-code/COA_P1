File: constraint.sdc
current_design Program_counter

set clk_period 1.6
set clk_io_pct 0.2

create_clock -name clk0 -period $clk_period [get_ports {clk}]

set non_clock_inputs [all_inputs -no_clocks]
set_input_delay [expr $clk_period * $clk_io_pct] -clock clk0 $non_clock_inputs
set_output_delay [expr $clk_period * $clk_io_pct] -clock clk0 [all_outputs]
File: run.sh
#!/bin/bash
# OpenROAD 26Q1-2900-gdf79404cd8, Yosys 0.63+post, stock flow scripts
make -C /OpenROAD-flow-scripts/flow DESIGN_CONFIG=/design/flow/config.mk WORK_HOME=/design/flow/orfs finish
File: config.mk
export PLATFORM = sky130hd
export DESIGN_NAME = Program_counter
export DESIGN_NICKNAME = Program_counter
export VERILOG_FILES = /design/flow/design.v
export SDC_FILE = /design/flow/constraint.sdc
export NUM_CORES = 4
export LEC_CHECK = 1
export CORE_AREA = 10 10 70 70
export DIE_AREA = 0 0 80 80
File: design.v
`timescale 1ns / 1ps
module Program_counter(
   input rst,  
   input clk,  
   input [7:0] cur_add,  
   output reg [7:0] next_add  
   );
   always @(posedge clk) begin
      if (rst != 0)  
         next_add <= 0;
      else
         next_add <= cur_add + 1;
    end    
endmodule
==> results.sh <==
# yosys + openroad results
export IMPL_edf_count=0
export IMPL_period_needed_ns=1.41
export IMPL_drive_gt1_share_pct=15.8
export IMPL_outcome="finished, final reports clean"
export IMPL_postCtsSetupBuffers=0
export IMPL_use_met1_pct=1.60
export IMPL_ys_chip_area_sq_um=304
export IMPL_die_y_um=80
export IMPL_drc_errors=0
export IMPL_tool_warnings=25
export IMPL_place_port_buffers=17
export IMPL_rows=21
export IMPL_fill_cells=386
export IMPL_drv_cap=0
export IMPL_grt_setup_unrepaired="no"
export IMPL_cts_resized=0
export IMPL_gp_congestion=0.699
export IMPL_track_usage_pct=2.48
export IMPL_cts_tree="done"
export IMPL_dp_hpwl_um=757
export IMPL_numSynthFlops=8
export IMPL_netlist_area_sq_um=304
export IMPL_dp_slack_ns=-0.0726
export IMPL_grt_max_degree=9
export IMPL_setup_ws_ns=0.188
export IMPL_holdWs_ns=0.672
export IMPL_fin_util_pct=17.2
export IMPL_path_clk_slew_ns=0.05
export IMPL_vias=304
export IMPL_detail_route_first_pass_iterations=2
export IMPL_ys_seq_share_pct=52.7
export IMPL_hold_buffers=0
export IMPL_flop_cell="dfxtp_1"
export IMPL_largestRegisters="next_add x8"
export IMPL_max_freq_mhz=708
export IMPL_routedWlPerCell_um=7.87
export IMPL_synth_stat_cells=33
export IMPL_ir_worst_vdd_uv=117
export IMPL_antenna_found_initial=0
export IMPL_vias_per_cell=2.95
export IMPL_yosys_warnings=1
export IMPL_use_met2_pct=5.46
export IMPL_syn_area_per_cell_sq_um=9.21
export IMPL_grt_pass1_vias=309
export IMPL_chip_area_sq_um=6400
export IMPL_finalCritPeriodShare_pct=88.3
export IMPL_hold_class="primary input to flop"
export IMPL_top_area_cell="dfxtp_1"
export IMPL_grt_first_pass_wirelength_um=1290
export IMPL_cp_endpoint="next_add[6]"
export IMPL_overflow=0
export IMPL_power_density_nw_per_um2=745
export IMPL_clkSinkCount=8
export IMPL_arrival_ns=1.58
export IMPL_register_area_sq_um=160
export IMPL_slew_viol_final=0
export IMPL_hold_viol_final=0
export IMPL_common_cells="dfxtp_1 (8), nor2_1 (4), a21oi_1 (3), o21ai_0 (3), or3_1 (3)"
export IMPL_boundaryPins=18
export IMPL_synthCells=33
export IMPL_cts_max_path_buffers=2
export IMPL_drtIter0Drc=6
export IMPL_comb_area_sq_um=136
export IMPL_use_met3_pct=1.25
export IMPL_slew_headroom_pct=82.1
export IMPL_synth_cell_type_count=15
export IMPL_crit_start="cur_add[1]"
export IMPL_core_area_sq_um=3420
export IMPL_async_flop_share_pct=0
export IMPL_synth_top_area_share_pct=52.7
export IMPL_holdPathStages=3
export IMPL_tightest_slew_ns=0.267
export IMPL_setup_viol=0
export IMPL_area_growth_pct=93.4
export IMPL_synth_top_cell_by_count="dfxtp_1"
export IMPL_die_w_um=80
export IMPL_synthTopCellsByArea="dfxtp_1 (53%), or3_1 (6.2%), xnor2_1 (5.8%)"
export IMPL_busiest_layer="met2"
export IMPL_endpoint_kind="flop"
export IMPL_worstPathMaxFanout=2
export IMPL_antenna_left=0
export IMPL_numCtsBuffers=3
export IMPL_wirelength_um=811
export IMPL_initCoreUtil_pct=8.90
export IMPL_h_tree_depth=1
export IMPL_leakage_uw=0.000217
export IMPL_largest_reg_flops=8
export IMPL_worstSetupPathType="primary input to flop"
export IMPL_num_antenna_cells=0
export IMPL_cts_root_buffer="clkbuf_4"
export IMPL_cp_required_ns=1.77
export IMPL_startpoint_type="primary input"
export IMPL_regMostFlops="next_add"
worst min path at each step:
| stage | start | slack [ns] | endpoint |
|---|---|---|---|
| 6_report | cur_add[7] | 0.67 | next_add[7] |
| 5_1_grt | cur_add[7] | 0.69 | next_add[7] |
| 4_1_cts | cur_add[7] | 0.67 | next_add[7] |
metrics by stage:
| stage | power (uW) | instances | instance area (sq um) | setup TNS, ns |
|---|---|---|---|---|
| 2_1_floorplan | 237 | 33 | 304 | 0 |
| 3_3_place_gp | 303 | 100 | 566 | -0.104 |
| 3_5_place_dp | 303 | 100 | 566 | -0.166 |
| 4_1_cts | 449 | 103 | 588 | 0 |
| 5_1_grt | 480 | 103 | 588 | 0 |
| 6_report | 438 | 103 | 588 | 0 |
cell families after synthesis:
logic type | share of synthesized area (%)
xor+xnor | 8.64
simple gates | 22.2
flops | 52.7
buf+inv | 2.47
compound gates | 9.87
fa+ha+maj | 4.11
per-layer routing:
layer | part of all wire (%) | up-vias | routed length (um)
li1 | - | 161 | -
met1 | 24 | 134 | 196
met2 | 61 | 9 | 493
met3 | 15 | 0 | 121
met4 | 0 | 0 | 0
met5 | 0 | - | 0
cell usage in the layout (no fill, tap or decap):
cell type and instances:
nand4_1 1, buf_4 5, clkdlybuf4s50_1 17, nor2_1 4, a21oi_1 3, inv_1 1, or3_1 3, and3_2 1
nand3_1 2, nor2b_1 1, xor2_1 1, o21ai_0 3, dfxtp_1 8, clkbuf_4 3, nand2_1 1, ha_1 1
xnor2_1 2
where the power goes:
group	leakage, uW	internal [uW]	total, uW	switching (uW)
Sequential	0.0000667	213	216	2.90
Combinational	0.000137	57.8	81.7	23.9
Clock	0.0000138	84.9	140	55.6
Total	0.000217	356	438	82.4
area by class of cell:
type                    instances  share of cell area [%]
clock buffers                   3                    3.83
inverters                       1                   0.638
multi-input cells              23                    23.2
flip-flops and latches          8                    27.2
well taps                      46                    9.79
repair buffers                 22                    35.3
worst max-delay path, cell delays in order:
cell	delay [ns]
clkdlybuf4s50_1	0.49
ha_1	0.19
nand3_1	0.10
or3_1	0.35
a21oi_1	0.15
Power is estimated from default activity; no workload was simulated.
